==> flow/design.v <==
module JK_FlipFlop(CLR_bar, CLK, J, K, Q, Q_bar);
   input CLR_bar;
   input CLK;
   input J;
   input K;
   output reg Q, Q_bar;
   always @(posedge CLK or negedge CLR_bar) begin
      if (~CLR_bar) begin
         Q <= 0;
         Q_bar <= 1;
      end
      else begin
         Q <= (J & Q_bar) | (~K & Q);
         Q_bar <= ~((J & Q_bar) | (~K & Q));
      end
   end
endmodule
module SN74LS107(CLK_1, CLR_bar_1, J_1, K_1, Q_1, Q_bar_1, CLK_2, CLR_bar_2, J_2, K_2, Q_2, Q_bar_2);
   input CLK_1, CLK_2;
   input CLR_bar_1, CLR_bar_2;
   input J_1, J_2;
   input K_1, K_2;
   output Q_1, Q_bar_1, Q_2, Q_bar_2;
   JK_FlipFlop FF_1(.CLR_bar(CLR_bar_1), .CLK(CLK_1), .J(J_1), .K(K_1), .Q(Q_1), .Q_bar(Q_bar_1));
   JK_FlipFlop FF_2(.CLR_bar(CLR_bar_2), .CLK(CLK_2), .J(J_2), .K(K_2), .Q(Q_2), .Q_bar(Q_bar_2));
endmodule
module SN74LS107_tb;
endmodule
==> flow/run.sh <==
#!/bin/bash
# OpenROAD 26Q1-2900-gdf79404cd8, Yosys 0.63+post, stock flow scripts
make -C /OpenROAD-flow-scripts/flow DESIGN_CONFIG=/design/flow/config.mk WORK_HOME=/design/flow/orfs finish
==> flow/config.mk <==
export PLATFORM = sky130hd
export DESIGN_NAME = SN74LS107
export DESIGN_NICKNAME = SN74LS107
export VERILOG_FILES = /design/flow/design.v
export SDC_FILE = /design/flow/constraint.sdc
export NUM_CORES = 4
export LEC_CHECK = 1
export CORE_AREA = 10 10 70 70
export DIE_AREA = 0 0 80 80
==> flow/constraint.sdc <==
current_design SN74LS107

set clk_period 1.1
set clk_io_pct 0.2

create_clock -name clk0 -period $clk_period [get_ports {CLK_1}]
create_clock -name clk1 -period $clk_period [get_ports {CLK_2}]

set non_clock_inputs [all_inputs -no_clocks]
set_input_delay [expr $clk_period * $clk_io_pct] -clock clk0 $non_clock_inputs
set_output_delay [expr $clk_period * $clk_io_pct] -clock clk0 [all_outputs]
==> results.py <==
# Metrics from the implementation run
metrics = {
    "status": {
        "outcome": "finished, final reports clean",
    },
    "pwr": {
        "cell_internal_pwr_uw": 515,
        "irDropWorstVdd_mv": 0.281,
        "total_power_uw": 645,
        "combPwrFrac_pct": 14.5,
        "leakage_nw": 0.152,
        "clkPwrFrac_pct": 56.4,
        "p_sw_share_pct": 20.1,
        "p_seq_share_pct": 29.0,
        "p_per_area_nw_per_um2": 1770,
        "p_sw_uw": 130,
    },
    "global_routing": {
        "overflow": 0,
        "grt_max_degree": 3,
        "grt_first_pass_wirelength_um": 924,
        "grt_usage_pct": 2.04,
        "grt_util_met1_pct": 1.34,
        "grtUsageMet3_pct": 2.61,
        "grtUsageMet2_pct": 2.49,
        "busiest_layer": "met3",
        "grt_pass1_vias": 198,
        "antenna_found_initial": 0,
    },
    "yosys": {
        "synth_top_cell_by_area": "dfstp_2",
        "avgSynthCellArea_um2": 11.9,
        "syn_inst": 12,
        "yosysWarnings": 1,
        "ys.flops": 4,
        "ys_chip_area_um2": 143,
        "ys_seq_share_pct": 71.9,
        "synth_cell_types": 6,
        "yosys.area.top_type_share_pct": 36.8,
        "syn-cell-area_um2": 143,
        "area_leaders": "dfstp_2 (37%), dfrtp_1 (35%), o21a_1 (11%)",
        "ys_cells": 12,
    },
    "floorplanning": {
        "die-area_um2": 6400,
        "fp.dieW_um": 80,
        "core_area_um2": 3420,
        "io_pins": 12,
        "rows": 21,
        "fp_util_pct": 4.18,
        "die_y_um": 80,
    },
    "timing": {
        "worst_pin_slew_ns": 0.138,
        "slew_viol_final": 0,
        "hold-worst-slack_ns": 0.149,
        "setup-violations-final": 0,
        "hold_viol": 0,
        "setup_tns_ns": 0,
        "rsz0062_at_grt": "false",
        "relSlewSlack_pct": 90.7,
        "finClkSkew_ns": 0.00697,
    },
    "cells_and_area": {
        "final_util_pct": 10.7,
        "area.combinational_um2": 32.5,
        "fin_cells": 79,
        "final_layout_size_suffix_gt1_share_pct": 39.4,
        "fillers": 400,
        "regArea_um2": 103,
        "area_growth_syn_to_layout_pct": 155,
        "lay_top_cells": "clkbuf_4 (6), clkdlybuf4s50_1 (6), buf_4 (3)",
    },
    "setup_path": {
        "critPathKind": "reg -> out",
        "reg2reg_from": "FF_2.Q",
        "crit_arrival_ns": 0.83,
        "path_depth": 1,
        "path_max_fanout": 2,
        "critPathSlowestCell": "dfrtp_1",
        "r2r_cells": 4,
        "path_delay_family": "flip-flops",
        "crit_buf_inv": 1,
        "max_stage_delay_ns": 0.36,
        "worstPathRequired_ns": 0.88,
        "cp-start-kind": "register",
        "worstSetupEndpointType": "primary output",
        "path_cells": "dlygate4sd2_1",
        "crit_start": "FF_2.Q",
    },
    "detailed_routing": {
        "drc": 0,
        "wl_um": 572,
        "via_count": 170,
        "drt-wirelength-per-cell_um": 7.24,
        "antennaDiodeCount": 0,
        "dr.first_iter.drc_count": 1,
        "first_pass_iters": 2,
        "drtAntennaViolNets": 0,
        "via_per_inst": 2.15,
    },
    "clocking": {
        "clock_sinks": 4,
        "clk_pin_slew_ns": 0.04,
        "cts_tree": "built",
    },
    "placed_design": {
        "place_inst": 68,
        "gp_congestion": 0.682,
        "port_buffers": 10,
    },
    "run": {
        "drv_cap": 0,
        "warnings": 26,
    },
    "hold_path": {
        "hold_class": "in -> async",
    },
}
[area by class of cell]
class                      instances  share of cell area, %
inverter                           2                   2.06
tap                               46                   15.8
clock buffer                       8                   14.4
timing repair buffer              13                   30.6
multi-input combinational          6                   8.93
sequential                         4                   28.2
[kinds of logic after synthesis]
| group | after synthesis | share of synthesized area, % |
|---|---|---|
| buffers and inverters | 2 | 5.27 |
| DFF | 4 | 71.9 |
| and+or+nand+nor | 2 | 5.27 |
| AOI/OAI and AO/OA | 4 | 17.5 |
[synth_stat cells]
cell type,n
dfrtp_1,2
dfstp_2,2
inv_1,2
nand2_1,2
o21a_1,2
o21ai_0,2
[power by group through the flow]
| stage | Combinational (mW) | Sequential, mW | Clock [mW] |
|---|---|---|---|
| 5_1_grt | 0.107 | 0.189 | 0.423 |
| 6_report | 0.0938 | 0.187 | 0.364 |
| 4_1_cts | 0.0874 | 0.186 | 0.390 |
[per-stage QoR]
step	setup WS (ns)	cell area, um^2
after floorplan	0.392	143
after global placement	-0.0867	300
after detailed placement	-0.0872	300
after CTS	0.0316	355
after global routing	0.00385	364
final	0.0537	364
[flip-flops by register name, summed over array words and instances (netlist names)]
register,flops
FF_1.Q,1
FF_1.Q_bar,1
FF_2.Q,1
FF_2.Q_bar,1
[routing by layer]
layer	vias to the layer above	part of all wire (%)
met4	0	6.8
li1	80	-
met3	4	15
met5	-	0
met2	8	47
met1	78	31
[path summary, 6_finish.rpt]
path                                   end  slack, ns
max in group clk1                   FF_2.Q       0.25
min in group clk0                   FF_1.Q       0.55
worst min-delay path                FF_2.Q       0.15
worst max-delay path                   Q_2       0.05
max in group asynchronous       FF_1.Q_bar       0.74
worst max register to register      FF_2.Q       0.25
min in group clk1                   FF_2.Q       0.54
worst min register to register      FF_2.Q       0.54
[repair_timing]
item / in CTS / in global routing
pin swaps: 0 / 0
gates resized: 8 / 1
endpoints found under the hold margin: 0 / 0
setup endpoints to repair: 4 / 2
hold buffers: 0 / 0
setup buffers: 2 / 1
Power and IR drop assume default switching activity.
