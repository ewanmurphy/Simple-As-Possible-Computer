==> ./design.v <==
module SN74LS83(A, B, C0, C4, S);
   input [3:0] A;
   input [3:0] B;
   input C0;
   output C4;
   output [3:0] S;
   assign {C4, S} = A + B + C0;
endmodule
module SN74LS83_tb;
endmodule
==> ./run.sh <==
#!/bin/bash
# OpenROAD 26Q1-2900-gdf79404cd8, Yosys 0.63+post, stock flow scripts
make -C /OpenROAD-flow-scripts/flow DESIGN_CONFIG=/design/flow/config.mk WORK_HOME=/design/flow/orfs finish
==> ./config.mk <==
export PLATFORM = sky130hd
export DESIGN_NAME = SN74LS83
export DESIGN_NICKNAME = SN74LS83
export VERILOG_FILES = /design/flow/design.v
export SDC_FILE = /design/flow/constraint.sdc
export NUM_CORES = 4
export LEC_CHECK = 1
export CORE_AREA = 10 10 70 70
export DIE_AREA = 0 0 80 80
==> ./constraint.sdc <==
current_design SN74LS83

set clk_period 3.8
set clk_io_pct 0.2

create_clock -name clk0 -period $clk_period

set non_clock_inputs [all_inputs -no_clocks]
set_input_delay [expr $clk_period * $clk_io_pct] -clock clk0 $non_clock_inputs
set_output_delay [expr $clk_period * $clk_io_pct] -clock clk0 [all_outputs]
==> reports/qor.txt <==
Status -> complete, no violations
Post-DR vias/cell -> 2.01
Non-Filler Instances -> 76
Hold/Removal Path Class -> input port to output port
Placed Instances -> 76
Setup tns final -> 0 ns
Worst Hold End -> S[0]
Design area -> 342 µm²
Vias -> 153
Top Layout Cells -> 14 x clkdlybuf4s50_1, 4 x inv_1, 3 x ha_1
Highest routed layer -> met3
Worst Path Arrival -> 2.64 ns
Hold Violations, Final -> 0
Post-Place Cell Area -> 342 µm²
Antenna cells -> 0
Max-cap viol count -> 0
Core Box Area -> 0.00342 mm²
Clkbuf count -> 0
Gate power share -> 100.0%
Net Switching -> 0.0000130 W
Max Clock Freq -> 0.294 GHz
Sequential Area -> 0 µm²
Initial core utilization -> 4.21%
WL per Instance -> 6.64 µm
FP Rows -> 21
GR Overflow Total -> 0
Switch share -> 28.8%
# Cells Yosys -> 16
PD cells -> 132 mW/mm²
Fin crit share -> 89.6%
# IOs -> 14
Post-synthesis sequential area ratio -> 0%
Most common cell after layout, fill and taps aside -> clkdlybuf4s50_1
CP max-delay cell -> clkdlybuf4s50_1
Initial antenna violation count -> 0
Cts hold-fix bufs -> 0
Setup violators final -> 0
Hpwl dp -> 483 µm
Largest net degree at the start of global routing -> 4
Final Wtd Congestion -> 0.770
Synth Cell Area -> 144 µm²
Die height -> 80 µm
Main area contributors -> fa_1 28%, ha_1 26%, xnor2_1 12%
Design Power -> 0.0000451 W
Metal2 WL -> 139 µm
M1 WL -> 192 µm
Max Slew Vio Count -> 0
Tightest Pin Transition -> 0.157 ns
Seq_cells -> 0
Sequential Power Share -> 0%
Met3 WL -> 174 µm
Critical path peak fanout -> 2
Worst setup path class -> input port to output port
CP Cell Sequence -> clkdlybuf4s50_1 > fa_1 > inv_1 > fa_1 > inv_1 > clkdlybuf4s50_1
DRT Pass-1 Iters -> 2
Layout fillers -> 407
Worst path max stage delay -> 0.46 ns
Internal power -> 0.0000321 W
Worst Path Buf+Inv -> 4
DR iter-0 viols -> 1
Routed WL -> 505 µm
VDD IR-drop max -> 0.0145 mV
Fin crit period -> 3.40 ns
Hold Path Stages -> 3
P&R area growth vs syn -> 137%
Layout cells sized above 1 -> 3.33%
Avg Cell Area, Syn -> 8.99 µm²
Cell Type Count -> 9
Yosys warns -> 0
First-pass GRT wire length -> 717 µm
RSZ-0062 raised after global routing -> no
Area leader share -> 27.8%
CTS resizes -> 0
Clock Power Share -> 0%
Antenna Nets Post-Route -> 0
Critical path capture point type -> output port
Lkg Pwr -> 0.135 nW
# port buffers -> 14
Die X -> 80 µm
Total GRT Usage -> 1.46%
Hold Crit Start -> C0
Gate Area -> 129 µm²
Vias in the first global route -> 146
Slew headroom -> 89.4%
Critical Path Source Type -> input port
Req. time, crit path -> 3.04 ns
Syn Inst Count -> 16
Leading area contributor after synthesis -> fa_1
Setup Buffers After CTS -> 0
WHS -> 2.60 ns
Yosys stat chip area -> 144 µm²
Die area -> 0.00640 mm²
Top delay family on crit path -> buffers and inverters
Tool warnings -> 35
# DRC -> 0
layer usage:
layer	GRT usage (%)	vias to the layer above
li1	-	78
met1	1.79	63
met4	0	0
met3	1.82	0
met5	0	-
met2	1.61	12
cells in the mapped netlist:
cell type and number:
nor2b_1 1, a21o_1 1, a21oi_2 1, o21ai_0 1, ha_1 3, fa_1 2, nand2b_1 1, inv_1 4
xnor2_1 2
tightest hold or removal path, stage by stage:
cell,delay [ns]
clkdlybuf4s50_1,0.47
fa_1,0.15
clkdlybuf4s50_1,0.46
kinds of logic (layout without fill, tap and decap cells):
family	Yosys count	count (layout)	synth area share (%)
AOI/OAI and AO/OA	3	3	14.8
and+or+nand+nor	2	2	8.70
buffers and inverters	4	18	10.4
adders and majority gates	5	5	53.9
xor gates and xnor gates	2	2	12.2
through the flow:
step                setup slack [ns]  util (%)
finish                         0.395      10.0
global route                   0.290      10.0
CTS                            0.379      10.0
detailed placement             0.385      10.0
global placement               0.404      10.0
floorplan                       1.36         -
worst max path at each step:
| stage | from | end | slack [ns] | depth (start not counted) |
|---|---|---|---|---|
| final | A[0] | S[1] | 0.40 | 6 |
| after global routing | A[0] | C4 | 0.29 | 8 |
| after CTS | A[0] | S[1] | 0.38 | 6 |
cell type report:
| cell class | instances | area share, % |
|---|---|---|
| Multi-Input combinational cell | 12 | 37.7 |
| Tap cell | 46 | 16.8 |
| Timing Repair Buffer | 14 | 41.0 |
| Inverter | 4 | 4.40 |
power groups by stage:
| stage | clock, W | sequential [W] | combinational [W] |
|---|---|---|---|
| 5_1_grt | 0 | 0 | 0.0000506 |
| 6_report | 0 | 0 | 0.0000451 |
| 4_1_cts | 0 | 0 | 0.0000464 |
Power figures rest on the tool's default switching activity, not on a simulated workload.
